===== design/flow/design.v =====
`timescale 1ns / 1ps
module Delayed_Res(  
    input Clk,  
    input BTNS,  
    output reg Reset  
);
reg LocalReset; 
reg [22:0] Count;
always @(posedge Clk) 
begin
    LocalReset <= BTNS;
    if(LocalReset) 
        begin
        Count <= 0;
        Reset <= 1'b1;
    end 
    else if(&Count) 
    begin
        Reset <= 1'b0;
    end else 
    begin
        Reset <= 1'b1;
        Count <= Count + 1'b1;
    end
end
endmodule

===== design/flow/run.sh =====
#!/bin/bash
# OpenROAD 26Q1-2900-gdf79404cd8, Yosys 0.63+post, stock flow scripts
make -C /OpenROAD-flow-scripts/flow DESIGN_CONFIG=/design/flow/config.mk WORK_HOME=/design/flow/orfs finish

===== design/flow/constraint.sdc =====
current_design Delayed_Res

set clk_period 6.0
set clk_io_pct 0.2

create_clock -name clk0 -period $clk_period [get_ports {Clk}]

set non_clock_inputs [all_inputs -no_clocks]
set_input_delay [expr $clk_period * $clk_io_pct] -clock clk0 $non_clock_inputs
set_output_delay [expr $clk_period * $clk_io_pct] -clock clk0 [all_outputs]

===== design/flow/config.mk =====
export PLATFORM = sky130hd
export DESIGN_NAME = Delayed_Res
export DESIGN_NICKNAME = Delayed_Res
export VERILOG_FILES = /design/flow/design.v
export SDC_FILE = /design/flow/constraint.sdc
export NUM_CORES = 4
export LEC_CHECK = 1
export CORE_AREA = 10 10 94 94
export DIE_AREA = 0 0 104 104

==> impl_metrics.py <==
# Auto-generated metrics
metrics = {
    "run_status": {
        "outcome": "completed",
    },
    "synthesis": {
        "synth-async-reset-ratio_pct": 0,
        "ys.warnings.count": 1,
        "yosys_area_um2": 1420,
        "most_common_cell": "dfxtp_1",
        "yosys_cells": 157,
        "synth.distinct_cells": 37,
        "synth_flop_count": 25,
        "yosysTopAreaCell": "dfxtp_1",
        "ys_seq_share_pct": 35.2,
        "ff_type": "dfxtp_1",
        "synthTopCellsByArea": "dfxtp_1 (35%), mux2_2 (11%), nor2b_1 (6.6%), a21oi_1 (5.6%), nor2_1 (4.2%)",
        "edf_count": 0,
        "synthCells": 157,
        "synthTopCellsByCount": "dfxtp_1 (25), a21oi_1 (16), nor2_1 (16), nor2b_1 (15), mux2_2 (14)",
        "yosys.area.top_type_share_pct": 35.2,
        "avgSynthCellArea_um2": 9.05,
        "synth.cell_area_um2": 1420,
    },
    "routing": {
        "ant_nets": 0,
        "dr.pass1.iters": 4,
        "routed_wl_um": 2460,
        "num_vias": 1087,
        "first_iter_violations": 84,
        "routed_via_density": 4.35,
        "drc": 0,
        "routedWlPerCell_um": 9.85,
        "n_antenna_cell": 0,
    },
    "sta": {
        "max_slew.worst_pin.slew_ns": 0.706,
        "setup_viol": 0,
        "slew_violations": 0,
        "relSlewSlack_pct": 52.5,
        "tns_ns": 0,
        "fin_crit_ns": 2.23,
        "skew_ns": 0.00234,
        "period_used_pct": 37.1,
        "rsz0062_at_grt": "false",
        "hold_viol": 0,
        "fmax_mhz": 449,
    },
    "clock_tree": {
        "cts_buffer_depth": 2,
        "cts-resized-gates": 0,
        "cts.sinks": 25,
        "ctsHoldBuffers": 0,
        "cts_root_buf": "clkbuf_8",
        "cts_max_level": 1,
        "clk_pin_slew_ns": 0.08,
        "cts_tree": "done",
        "insertion_delay_ns": 0.26,
        "post_cts_buffers": 0,
        "numCtsBuffers": 3,
    },
    "die": {
        "initCoreUtil_pct": 20.8,
        "top_level_ports": 3,
        "die_w_um": 104,
        "dieArea_um2": 10800,
        "fp.coreArea_um2": 6830,
        "fp-row-count": 30,
        "die_h_um": 104,
    },
    "flow_run": {
        "maxCapViolCount": 0,
        "warnings": 25,
    },
    "setup_path": {
        "worst_path_largest_cell_delay_ns": 0.45,
        "worst-path-buf-inv": 1,
        "startpoint_type": "flop",
        "crit_chain": "clkdlybuf4s50_1",
        "critPathTopFamily": "buffers and inverters",
        "cp_slowest_cell": "clkdlybuf4s50_1",
        "cp-end-kind": "output pin",
        "cp.arrival_ns": 1.03,
        "cp_max_fo": 1,
        "required_ns": 4.80,
        "path_class": "reg -> out",
    },
    "place": {
        "dp.cells": 246,
        "dpl.hpwl_um": 1720,
        "routabilityCongestion": 0.771,
        "numPortBuffers": 2,
    },
    "grt": {
        "met1_usage_pct": 6.06,
        "grt_pass1_wl_um": 4310,
        "grtUsageMet2_pct": 7.39,
        "grtUsageMet3_pct": 1.44,
        "grt_overflow": 0,
        "grt_busiest_layer": "met2",
        "grt.total_usage_pct": 4.58,
        "grt_max_degree": 41,
        "grt_pass1_vias": 922,
        "antenna_found_initial": 0,
    },
    "finish": {
        "post-route-util_pct": 22.8,
        "fillers": 756,
        "fin_cells": 250,
        "syn2layout_area_growth_pct": 9.42,
        "drive_gt1_share_pct": 18.8,
    },
    "power_and_ir_drop": {
        "finalPower_mw": 0.278,
        "power.density_nw_per_um2": 179,
        "p_leak_nw": 0.550,
        "ir_drop_uv": 73.1,
    },
    "worst_hold_path": {
        "hold_path.class": "reg -> reg",
    },
}
-- cell usage in the layout, fill, tap and decap left out, types with 2 or more instances in the layout --
cell type        count
a21oi_1             16
nand3_1             10
a211oi_1             3
o31ai_1              2
nor2_1              16
and2_1               2
and3_1               3
clkbuf_8             3
nor3_1               2
nand2b_1             2
clkdlybuf4s50_1      2
and4_1               3
nor2b_1             15
dfxtp_1             25
nand2_1              4
o21ai_0              3
o21ai_2              2
nand4_1              7
mux2_2              14
or4_1                3
-- layout make-up --
class | instances | area, µm² | area share (%)
repair buffers | 3 | 27.5 | 1.77
multi-input cells | 122 | 862 | 55.4
clock buffers | 4 | 45.0 | 2.90
well taps | 96 | 120 | 7.72
flip-flops and latches | 25 | 500 | 32.2
-- sequential cells by signal, indices dropped and copies added (netlist names) --
signal / cells
Count: 23
LocalReset: 1
Reset: 1
-- logic make-up after synthesis --
family | synth area share [%]
buffers and inverters | 4.14
muxes | 11.9
and+or+nand+nor | 34.2
adders and majority gates | 0.880
AOI/OAI and AO/OA | 13.6
DFF | 35.2
-- where the power goes --
part,total (mW),switching (mW),leakage (nW),internal [mW]
clock network,0.0983,0.0509,0.0228,0.0474
logic,0.0104,0.00628,0.325,0.00410
registers,0.169,0.00157,0.202,0.168
total,0.278,0.0587,0.550,0.219
-- layer usage --
layer	wire, µm	up-vias	part of all wire (%)
li1	-	573	-
met1	1240	503	50
met2	1100	9	45
met3	97	2	3.9
met4	25	0	1.0
met5	0	-	0
-- path summary, 6_finish.rpt --
| path | cells past startpoint | endpoint | slack (ns) | start |
|---|---|---|---|---|
| setup reg to reg | 5 | Count[5]$_SDFFE_PP0N_ | 4.08 | Count[0]$_SDFFE_PP0N_ |
| hold / removal | 2 | Count[1]$_SDFFE_PP0N_ | 0.49 | Count[1]$_SDFFE_PP0N_ |
| hold reg to reg | 2 | Count[1]$_SDFFE_PP0N_ | 0.49 | Count[1]$_SDFFE_PP0N_ |
| setup / recovery | 1 | Reset | 3.77 | Reset$_SDFF_PP1_ |
-- through the flow --
step	instance area, µm²	setup WS, ns	hold WS, ns
after floorplan	1420	4.09	0.440
after global placement	1510	4.06	0.460
after detailed placement	1510	4.06	0.462
after CTS	1560	3.75	0.490
after global routing	1560	3.69	0.504
final	1560	3.77	0.490
No activity file was given, so power comes from the tool's default toggle rates.
