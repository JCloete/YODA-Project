$ cat /design/flow/design.v
`timescale 1ns / 1ps
module Debounce(
    input clk,
    input but,
    output reg flag
        );
    reg prev;
    reg [21:0]counter;
    always @(posedge clk)
    begin
        if (but && but != prev && &counter)
        begin
            prev <= 1;
            flag <= 1;
        end 
        else if (but && but != prev)
        begin
            counter <= counter + 1'b1;
            flag <= 0;
        end 
        else begin
            prev <= but;
            flag <= 0;
        end
    end
endmodule
$ cat /design/flow/run.sh
#!/bin/bash
# OpenROAD 26Q1-2900-gdf79404cd8, Yosys 0.63+post, stock flow scripts
make -C /OpenROAD-flow-scripts/flow DESIGN_CONFIG=/design/flow/config.mk WORK_HOME=/design/flow/orfs finish
$ cat /design/flow/config.mk
export PLATFORM = sky130hd
export DESIGN_NAME = Debounce
export DESIGN_NICKNAME = Debounce
export VERILOG_FILES = /design/flow/design.v
export SDC_FILE = /design/flow/constraint.sdc
export NUM_CORES = 4
export LEC_CHECK = 1
export CORE_AREA = 10 10 89 89
export DIE_AREA = 0 0 99 99
$ cat /design/flow/constraint.sdc
current_design Debounce

set clk_period 3.8
set clk_io_pct 0.2

create_clock -name clk0 -period $clk_period [get_ports {clk}]

set non_clock_inputs [all_inputs -no_clocks]
set_input_delay [expr $clk_period * $clk_io_pct] -clock clk0 $non_clock_inputs
set_output_delay [expr $clk_period * $clk_io_pct] -clock clk0 [all_outputs]
==> impl_metrics.tcl <==
# collected from the flow reports
set metrics [dict create \
    drt_first_pass_iters 4 \
    ys_chip_area_sq_um 1190 \
    synth.avg_cell_area_sq_um 13.5 \
    ys_seq_share_pct 59.0 \
    drv_slew 0 \
    layout-area-overhead-vs-synth_pct 16.3 \
    fp.dieArea_sq_um 9800 \
    die-height_um 99 \
    layout-drive-gt1-share_pct 14.9 \
    cts_tree "yes" \
    simple_gate_share_pct 23.3 \
    rows 28 \
    grt_usage_pct 3.74 \
    combPwrFrac_pct 5.9 \
    p_sw_share_pct 20.1 \
    relSlewSlack_pct 76.3 \
    instances_no_fill 169 \
    finalCriticalPeriod_ns 1.93 \
    viasPerCell 3.98 \
    yosys.area_share.adder_pct 1.05 \
    core_area_sq_um 5990 \
    synth_area_sq_um 1190 \
    cts.sinks 24 \
    vias 673 \
    hold_violations 0 \
    reg2reg_depth 6 \
    cp.required_ns 3.75 \
    power.leakage_nw 0.436 \
    clkTransAtPathRegs_ns 0.08 \
    post-dp-hpwl_um 1250 \
    routabilityCongestion 0.730 \
    cts_root_buf "clkbuf_8" \
    placed_cells 165 \
    routed_wl_um 1750 \
    pwr_density_cell_nw_per_um2 423 \
    warnings 25 \
    post-route-period-util_pct 50.7 \
    worstMarginPinSlew_ns 0.353 \
    top_cell_area_share_pct 55.6 \
    yosys_cells 88 \
    cts_made_buffers 3 \
    synth_cell_types 25 \
    whs_path_depth 1 \
    fin_total_pwr_mw 0.584 \
    rrSetupSlack_ns 1.87 \
    compound_area_share_pct 0.632 \
    cts_resized 0 \
    grt_first_pass_wirelength_um 3060 \
    seq_power_share_pct 56.7 \
    status "finished clean" \
    fp_util_pct 19.8 \
    post_cts_buffers 0 \
    numPortBuffers 2 \
    path_max_fanout 22 \
    fin_skew_ns 0.00282 \
    p_clk_share_pct 37.4 \
    antenna_found_initial 0 \
    setup_viol 0 \
    ys_warn_count 1 \
    grt_pass1_vias 649 \
    grt_overflow_total 0 \
    post_drt_wl_per_cell_um 10.4 \
    crit_start "counter[0]" \
    die_width_um 99 \
    power.switching_mw 0.117 \
    r2r-start "counter[0]" \
    clk-insertion-delay-late_ns 0.26 \
    cts_max_level 1 \
    cp-endpoint "counter[2]" \
    timing.fmax_mhz 519 \
    syn_inst 88 \
    cts_buffer_depth 2 \
    p_int_mw 0.467 \
    area_leaders "edfxtp_1, xnor2_1, nand4_4, dfxtp_1, nand4_1" \
    cp-start-kind "flop" \
    xor_area_share_pct 14.8 \
    fin_tns_setup_ns 0 \
    pin_count 3 \
    reg2reg_to "counter[2]" \
    nFillCells 608 \
    drc 0 \
    postRouteAntennaNets 0 \
    rsz0062_at_grt "false" \
    drtIter0Drc 22 \
    top_logic_kind "simple AND/OR/NAND/NOR gates" \
    ir_drop_uv 211 \
    hold_class "flop to flop" \
    arrival_ns 1.87 \
    antennaDiodeCount 0 \
    grt_max_degree 23 \
    critPathCaptureType "flop" \
    ys.flops 24 \
    yosysTopAreaCell "edfxtp_1" \
    mux_area_share_pct 0 \
    critPathKind "flop to flop" \
    max_cap_violations 0 \
    hold_buffers 0 \
]
## per-stage QoR
step	cell area (sq um)	hold slack, ns	setup slack [ns]	utilization [%]
after CTS	1380	0.519	1.85	23.1
after floorplan	1190	0.456	0.595	-
after global placement	1310	0.487	1.78	21.9
after detailed placement	1310	0.497	1.73	21.9
final	1380	0.516	1.87	23.1
after global routing	1380	0.569	1.75	23.1
## power by group through the flow
stage	Combinational [mW]	Clock (mW)	Sequential, mW
6_report	0.0344	0.218	0.331
5_1_grt	0.0384	0.239	0.334
4_1_cts	0.0349	0.224	0.331
## routing by layer
| metal | share of wire, % | track usage, % |
|---|---|---|
| met5 | 0 | 0 |
| met4 | 0.74 | 0.221 |
| met3 | 8.0 | 1.83 |
| met1 | 52 | 5.52 |
| met2 | 39 | 5.06 |
## layout make-up
class                           instances  area, sq um  share of cell area [%]
Clock buffer                            3         41.3                    2.99
Clock inverter                          1         30.0                    2.17
Inverter                                3         11.3                   0.815
Multi-Input combinational cell         60          477                    34.5
Sequential cell                        24          701                    50.7
Tap cell                               75         93.8                    6.79
Timing Repair Buffer                    3         27.5                    1.99
## how the worst min path moves through the flow
stage     startpoint   end  slack, ns
4_1_cts         prev  prev       0.52
5_1_grt         prev  prev       0.57
6_report        prev  prev       0.52
## logic make-up (layout without fill, tap and decap cells)
logic type / Yosys count / count (layout)
flops: 24 / 24
compound gates: 1 / 1
xor+xnor: 20 / 20
buf+inv: 4 / 10
fa+ha+maj: 1 / 1
simple gates: 38 / 38
## worst max-delay path, cell delays in order, from the launching register on
cell      delay, ns
edfxtp_1       0.44
ha_1           0.32
nand3_1        0.12
nor4_1         0.05
and3_1         0.21
nor3b_2        0.16
buf_4          0.31
## synthesized netlist by cell type, drive strengths merged
cell type and count:
clkbuf 1, nor2 1, o21a 1, nand2 9, xnor2 16, and3 2, xor2 4, nor3 2
and4 3, dfxtp 2, inv 3, nand4 8, ha 1, nor3b 1, edfxtp 22, and3b 1
nand3 7, nor4 4
## flip-flops by register name, indices dropped and copies added (netlist names)
name	flops
counter	22
flag	1
prev	1
## cell usage in the layout, fill, tap and decap left out, drive strengths merged
master	synthesis	final
and3	2	2
and3b	1	1
and4	3	3
buf	0	1
bufinv	0	1
clkbuf	1	3
clkdlybuf4s50	0	2
dfxtp	2	2
edfxtp	22	22
ha	1	1
inv	3	3
nand2	9	9
nand3	7	7
nand4	8	8
nor2	1	1
nor3	2	2
nor3b	1	1
nor4	4	4
o21a	1	1
xnor2	16	16
xor2	4	4
Power is estimated from default activity; no workload was simulated.
